`/design/flow/run.sh`:
```
#!/bin/bash
# OpenROAD 26Q1-2900-gdf79404cd8, Yosys 0.63+post, stock flow scripts
make -C /OpenROAD-flow-scripts/flow DESIGN_CONFIG=/design/flow/config.mk WORK_HOME=/design/flow/orfs finish
```
`/design/flow/config.mk`:
```
export PLATFORM = sky130hd
export DESIGN_NAME = complex_mean_square
export DESIGN_NICKNAME = complex_mean_square
export VERILOG_FILES = /design/flow/design.v
export SDC_FILE = /design/flow/constraint.sdc
export NUM_CORES = 4
export LEC_CHECK = 1
export CORE_UTILIZATION = 50
```
`/design/flow/constraint.sdc`:
```
current_design complex_mean_square

set clk_period 17.9
set clk_io_pct 0.2

create_clock -name clk0 -period $clk_period [get_ports {i_clk}]

set non_clock_inputs [all_inputs -no_clocks]
set_input_delay [expr $clk_period * $clk_io_pct] -clock clk0 $non_clock_inputs
set_output_delay [expr $clk_period * $clk_io_pct] -clock clk0 [all_outputs]
```
`/design/flow/design.v`:
```
module complex_adder_subtractor #(
    parameter WIDTH=32
) (
    input [WIDTH-1:0] a,
    input [WIDTH-1:0] b,
    input addNotSub,
    output reg [WIDTH-1:0] result
);
    always @(*) begin
        if (addNotSub) begin
            result[WIDTH-1:WIDTH/2] = a[WIDTH-1:WIDTH/2] + b[WIDTH-1:WIDTH/2];
            result[WIDTH/2-1:0] = a[WIDTH/2-1:0] + b[WIDTH/2-1:0];
        end else begin
            result[WIDTH-1:WIDTH/2] = a[WIDTH-1:WIDTH/2] - b[WIDTH-1:WIDTH/2];
            result[WIDTH/2-1:0] = a[WIDTH/2-1:0] - b[WIDTH/2-1:0];
        end
    end
endmodule
module complex_mean_square (
    input wire i_clk,
    input wire i_arst,
    input wire i_en,
    input wire [2:0] i_log2_samples,
    input wire        i_valid,
    input wire [31:0] i_y,
    input wire [31:0] i_y_hat,
    output reg        o_valid,
    output reg [63:0] o_data
);
    wire [31:0] y_diff_w;
    wire [63:0] sq_diff_complex_w;
    wire        sq_diff_valid_w;
    wire [63:0] sum_res_w;
    wire [8:0]  num_samples_w = 1 << i_log2_samples;
    reg [8:0]  sample_rx_cnt_r;
    reg [8:0]  sample_proc_cnt_r;
    reg [1:0]  state_r, next_state_r;
    localparam S_IDLE      = 2'b00;
    localparam S_INIT      = 2'b01;
    localparam S_COMPUTING = 2'b10;
    localparam S_FINALIZE  = 2'b11;
    complex_adder_subtractor #(.WIDTH(32)) y_difference_module (
        .a(i_y),
        .b(i_y_hat),
        .addNotSub(1'b0),
        .result(y_diff_w)
    );
    complex_multiplier cpow_calculator (
        .a(y_diff_w),
        .b(y_diff_w),
        .result(sq_diff_complex_w)
    );
    assign sq_diff_valid_w = 1'b1;
    complex_adder_subtractor #(.WIDTH(64)) square_sum (
        .a(o_data),  
        .b(sq_diff_complex_w),
        .addNotSub(1'b1),
        .result(sum_res_w)
    );
    always @(posedge i_clk or posedge i_arst) begin
        if (i_arst)
            state_r <= S_IDLE;
        else
            state_r <= next_state_r;
    end
    always @(*) begin
        next_state_r = state_r;
        case (state_r)
            S_IDLE:      if (i_en) next_state_r = S_INIT;
            S_INIT:      next_state_r = S_COMPUTING;
            S_COMPUTING: if (sample_rx_cnt_r == num_samples_w && sample_proc_cnt_r == num_samples_w)
                             next_state_r = S_FINALIZE;
            S_FINALIZE:  next_state_r = S_IDLE;
            default:     next_state_r = S_IDLE;
        endcase
    end
    always @(posedge i_clk or posedge i_arst) begin
        if (i_arst) begin
            o_valid           <= 1'b0;
            o_data            <= 64'b0;
            sample_rx_cnt_r   <= 9'b0;
            sample_proc_cnt_r <= 9'b0;
        end else begin
            o_valid <= 1'b0;  
            case (state_r)
                S_INIT: begin
                    o_data            <= 64'b0;
                    sample_rx_cnt_r   <= 9'b0;
                    sample_proc_cnt_r <= 9'b0;
                end
                S_COMPUTING: begin
                    sample_rx_cnt_r <= sample_rx_cnt_r;
                    sample_proc_cnt_r <= sample_proc_cnt_r;
                    if (i_valid && sample_rx_cnt_r < num_samples_w) begin
                        sample_rx_cnt_r <= sample_rx_cnt_r + 1;
                    end
                    if (sq_diff_valid_w && !(sample_proc_cnt_r == num_samples_w)) begin
                        sample_proc_cnt_r <= sample_proc_cnt_r + 1;
                        o_data <= sum_res_w;
                    end
                end
                S_FINALIZE: begin
					o_valid        <= 1'b1;  
					o_data[31:0]   <= $signed(o_data[31:0]) >>> i_log2_samples;
					o_data[63:32]  <= $signed(o_data[63:32]) >>> i_log2_samples;
                end
            endcase
        end
    end
endmodule
module complex_multiplier #(
    parameter WIDTH=32
) (
    input [WIDTH-1:0] a,
    input [WIDTH-1:0] b,
    output [2*WIDTH-1:0] result
);
    wire signed [WIDTH-1:0] a_real = { {(WIDTH/2+1){a[WIDTH/2-1]}}, a[WIDTH/2-1:0] };
    wire signed [WIDTH-1:0] b_real = { {(WIDTH/2+1){b[WIDTH/2-1]}}, b[WIDTH/2-1:0] };
    wire signed [WIDTH-1:0] a_img = { {(WIDTH/2+1){a[WIDTH-1]}}, a[WIDTH-1:WIDTH/2] };
    wire signed [WIDTH-1:0] b_img = { {(WIDTH/2+1){b[WIDTH-1]}}, b[WIDTH-1:WIDTH/2] };
    wire signed [WIDTH-1:0] result_real = a_real * b_real - a_img * b_img;
    wire signed [WIDTH-1:0] result_img = a_real * b_img + a_img * b_real;
    assign result[WIDTH-1:0] = result_real;
    assign result[2*WIDTH-1:WIDTH] = result_img;
endmodule
```
==> changes_impl.md <==
### Changed

* Outcome: finished, final reports clean
* Final slew viol count at 0
* Layout cells sized above 1 at 4.363%
* Syn avg cell area at 8.961 um2
* Core Rows at 99
* Ys async rst share at 100.0%
* Root Driver: clkbuf_16
* Remaining antenna violation count at 0
* Most common cell on crit path: fa_1
* CP Launch Type: input port
* Top cells by area: fa_1, ha_1, inv_1
* Fin Hold WS at 0.5312 ns
* Total gr overflow at 0
* Resized cells post-CTS at 0
* CTS max path bufs at 2
* Worst-Margin Slew at 0.9214 ns
* Placer Congestion at 0.9313
* Critical R2R Capture: o_data[26]
* Multiplexer share at 3.296%
* Ao+oa area frac at 8.498%
* Post-CTS Repair Setup Buffers at 0
* R2R Setup Slk at 10.83 ns
* DRT Pass-1 Iters at 23
* Cell area after synthesis at 36970 um2
* Register share after synthesis at 5.892%
* HP Class: reg2reg
* Inserted Clock Buffers at 9
* Number of cells on the critical path at 44
* Reg-to-Reg Start: o_data[15]
* Adder share at 55.35%
* Top cells by count: inv_1, fa_1, nand2_1
* Die height at 273.9 um
* Top logic family: adder cells
* EDFF count, synth at 0
* Wirelength per Cell at 19.32 um
* Simple-Gate Area Share at 11.66%
* Max-cap violations at 0
* Inst Count DP at 5137
* Worst Path Max Fanout at 18
* Synth Flop Type: dfrtp_1
* Area leader, netlist: fa_1
* CP top delay family: adder cells
* Fin crit period at 14.56 ns
* Post-DP Area at 39570 um2
* TNS Setup at 0 ns
* Clock transition at path regs at 0.09 ns
* Die X at 273.9 um
* Finished Layout Cells at 5153
* Initial antenna violation count at 2
* Global Route Usage Sum at 30.27%
* Final Setup Violations at 0
* Synth warn at 3
* Setup CP Type: in2reg
* CP required at 18.17 ns
* Core Util at FP at 50.59%
* CTS tree: yes
* Setup slack after layout at 3.343 ns
* Slowest stage delay, CP at 0.81 ns
* #FFs+latches synth at 87
* Drt drc at 0
* Post-CTS Hold Buffers at 0
* Worst Clk Skew at 0.01299 ns
* Critical path endpoint: o_data[63]
* Gate Count Post-Synth at 4126
* Worst path bufs/invs at 9
* Total vias in the final route at 27.51k
* # diodes at 0
* Top-area cell type share of the netlist area at 44.62%
* Reg2reg path depth at 20
* Initial detailed-routing violation count at 1446
* Cells in synth_stat.txt at 4126
* Cell Type Count at 79
* Final wirelength at 99.58 mm
* DIE AREA at 75030 um2
* Worst path arrival time at 14.82 ns
* Final Core Density at 54.58%
* P&R area growth vs syn at 7.899%
* Slowest cell on the critical path: clkinv_1
* Hold Vio Cnt, Final at 0
* DP HPWL at 79.91 mm
* Port Buffers at 135
* Via-to-Cell Ratio at 5.339
* Critical Path End Type: flop
* Layout fillers at 6767
* Top Ports at 136
* Tool warnings at 41
* Vias in the first global route at 28.56k
* First-pass GRT wire length at 159.8 mm
* Pin count of the biggest net entering global routing at 59
* CTS H-Tree Depth at 3
* Core area at 73080 um2
* F_max at 68.70 MHz
* Yosys chip area at 36970 um2
* Design Area, Final at 39890 um2
* Synth top cell by count: inv_1
* RSZ-0062 raised after global routing: false
* Clock latency (worst-skew pair) at 0.38 ns
* Worst slew margin at 38.20%
* Crit path from: i_y_hat[0]
* Post-Synth XOR/XNOR Area at 3.665%
* DP Worst Slack at 3.059 ns
* Sink Count at 87
* Final worst path period share at 81.32%
==> final cells by class <==
class                      instances  area (um2)  area share [%]
multi-input combinational       2898       30620           76.76
inverter                         990        3719           9.322
clock buffer                       9       225.2          0.5646
timing repair buffer             203        1849           4.636
clock inverter                     7       96.34          0.2415
sequential                        87        2181           5.467
tap                              959        1200           3.008
==> placed cells by master, fill, tap and decap left out, types with 23 or more instances in the layout <==
master and n:
o211ai_1 28, dfrtp_1 84, ha_1 317, xor2_1 39
o21ai_0 123, nor2_1 398, nand2_1 411, and2_1 27
xnor2_1 97, clkdlybuf4s50_1 132, a21o_1 33, mux2_2 38
nand3_1 37, inv_1 976, nand2b_1 24, o21a_1 23
a221oi_1 33, a21oi_1 99, buf_4 69, nor3_1 28
mux2i_1 61, fa_1 824
==> metal layers <==
| layer | routed length [um] | GRT usage [%] | vias up |
|---|---|---|---|
| li1 | - | - | 12759 |
| met1 | 39060 | 44.10 | 13619 |
| met2 | 47040 | 45.35 | 1000 |
| met3 | 10700 | 12.21 | 135 |
| met4 | 2769 | 6.345 | 0 |
| met5 | 0 | 0 | - |
==> worst min-delay path by stage <==
stage / start / endpoint / slack, ns / cells after the start
after global routing: state_r[0] / state_r[2] / 0.56 / 1
after CTS: state_r[0] / state_r[0] / 0.53 / 1
final: state_r[0] / state_r[0] / 0.53 / 1
==> logic make-up (layout without fill, tap and decap cells) <==
logic type,count (synthesis),count (layout)
flops,87,87
simple gates,1021,1021
mux,107,107
fa+ha+maj,1141,1141
buf+inv,1141,1209
xor+xnor,153,153
compound gates,476,476
==> sequential cells by signal, summed over array words and instances (netlist names) <==
register / flops
o_data: 64
sample_proc_cnt_r: 9
sample_rx_cnt_r: 9
state_r: 4
o_valid: 1
==> worst register-to-register path: stages (launching register included) <==
cell	delay, ns
dfrtp_1	0.51
fa_1	0.56
fa_1	0.52
fa_1	0.54
inv_1	0.05
fa_1	0.47
fa_1	0.50
fa_1	0.49
inv_1	0.05
fa_1	0.47
ha_1	0.41
a21o_1	0.21
a21oi_1	0.20
nand2_1	0.08
a211oi_1	0.22
nor2_1	0.15
a221oi_1	0.61
o21ai_1	0.28
a31oi_1	0.26
mux2i_1	0.09
or3_1	0.30
